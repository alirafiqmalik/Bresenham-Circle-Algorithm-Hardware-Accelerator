==> design.v <==
module vga_demo(CLOCK_50, SW, KEY_N,
				VGA_R, VGA_G, VGA_B,
				VGA_HS, VGA_VS, VGA_BLANK, VGA_SYNC, VGA_CLK);
	input CLOCK_50;	
	input [9:0] SW;
	input [3:0] KEY_N;
	output [7:0] VGA_R;
	output [7:0] VGA_G;
	output [7:0] VGA_B;
	output VGA_HS;
	output VGA_VS;
	output VGA_BLANK;
	output VGA_SYNC;
	output VGA_CLK;	
	wire [7:0] x;
	wire [6:0] y;
	wire [7:0] vga_x;
   wire [6:0] vga_y;
	wire [2:0]vga_colour;	
	wire vga_plot;
   task3complete T3T (CLOCK_50,KEY_N,SW,x,y,vga_x,vga_y,vga_plot,vga_colour);	
	vga_adapter VGA(
			.resetn(KEY_N[3]),
			.clock(CLOCK_50),
			.colour(vga_colour),
			.x(vga_x),
			.y(vga_y),
			.plot(vga_plot),
			.VGA_R(VGA_R),
			.VGA_G(VGA_G),
			.VGA_B(VGA_B),
			.VGA_HS(VGA_HS),
			.VGA_VS(VGA_VS),
			.VGA_BLANK(VGA_BLANK),
			.VGA_SYNC(VGA_SYNC),
			.VGA_CLK(VGA_CLK));
		defparam VGA.RESOLUTION = "160x120"; 
		defparam VGA.MONOCHROME = "FALSE";
		defparam VGA.BITS_PER_COLOUR_CHANNEL = 1;
		defparam VGA.BACKGROUND_IMAGE = "image.colour.mif";
		defparam VGA.USING_DE1 = "TRUE";
endmodule
module task3complete(CLOCK_50,KEY_N,SW,x,y,vga_x,vga_y,vga_plot,vga_colour);
	input CLOCK_50;
	input [9:0]SW;
	input [3:0]KEY_N;
	output reg [7:0] vga_x;
   output reg [6:0] vga_y;
	output reg [2:0]vga_colour;	
	output reg vga_plot;
	output [7:0] x;
	output [6:0] y;	
	wire [7:0] xc;
	wire [6:0] yc;
	assign xc=79;
	assign yc=59;
	wire [7:0] x1,x2;
	wire [6:0] y1,y2;
	wire Reset,key,writeR,plotclear,plotcircle;
	wire Done,Clear;
	assign Reset=KEY_N[3];
	assign key=KEY_N[0];
	wire [2:0]colourcircle;
	wire [2:0]colourclear;
	always@(*)begin
	if(Done)begin  vga_x=x2; vga_y=y2; vga_plot=plotcircle; vga_colour=colourcircle; end
	else begin vga_x=x1; vga_y=y1; vga_plot=plotclear; vga_colour=colourclear; end
	end
	task2 T2(CLOCK_50,Reset,SW[9],x1,y1,colourclear,plotclear,Done);
	task3 T3(CLOCK_50,Reset,Done,key,xc,yc,SW[8:0],x,y,x2,y2,plotcircle,colourcircle);
endmodule
module task3(CLOCK_50,Reset,Done,key,xc,yc,SW,x,y,xp,yp,plot,colourcircle);
	input key,Reset,Done;
	input CLOCK_50;
	output reg [7:0] xp;
	output reg [6:0] yp;
	output reg [7:0] x;
   output reg [6:0] y;
	output reg [2:0]colourcircle;
	output plot;
	input [7:0] xc;
	input [6:0] yc;
	input [8:0] SW;
	wire ch;
	assign ch=(x>y);
	reg [5:0]r;
	reg [3:0]state,nstate;
	parameter R=4'd0,P1=4'd1,P2=4'd2,P3=4'd3,P4=4'd4,P5=4'd5,P6=4'd6,P7=4'd7,P8=4'd8; 
	always@(*)begin
	case(state)
	R:nstate=key?R:P1;
	P1:nstate=P2;
	P2:nstate=P3;
	P3:nstate=P4;
	P4:nstate=P5;
	P5:nstate=P6;
	P6:nstate=P7;
	P7:nstate=(y==0)?R:P8;
	P8:nstate=ch?R:P1;
	default:nstate=state;
	endcase
	end
	always@(posedge CLOCK_50,negedge Reset)begin
	if(~Reset)state<=R;
	else if(Done) state<=nstate;
	else state<=state;
	end
	reg [8:0]d;
	always@(posedge CLOCK_50)begin
	case(state)
	R:begin 
	        if(SW[8:3]>59) r=59; else r=SW[8:3];
			  colourcircle=SW[2:0];
			  d=(9'd3)-(9'd2*r); 
			  x=(8'd0); 
			  y=r; 
			  xp=xc + x; yp=yc + y; 
	  end
	 P1:begin xp=xc + x; yp=yc + y; end
    P2:begin xp=xc - x; yp=yc + y; end
    P3:begin xp=xc + x; yp=yc - y; end
    P4:begin xp=xc - x; yp=yc - y; end
    P5:begin xp=xc + y; yp=yc + x; end
    P6:begin xp=xc - y; yp=yc + x; end
    P7:begin xp=xc + y; yp=yc - x; end
    P8:begin
		xp=xc - y; yp=yc - x;
	   x=x+8'd1;	
	   if ((d>256))begin d=d+((9'd4)*x)+(9'd6);  end
	   else if ((d<=256))begin d=d+((9'd4)*(x-y))+(9'd10); y=y-7'd1; end
	   else d=d;
	   end
	endcase
	end
	assign plot=~(state==R);
endmodule
module task2(CLOCK_50,Reset,Enable,x,y,colour,plot,Done);
	input CLOCK_50,Reset,Enable;
	output reg plot;
	output reg[2:0]colour;
	output reg [7:0] x;
	output reg [6:0] y;
	output Done;
	always@(posedge CLOCK_50,negedge Reset)begin
	if(~Reset)begin plot<=1; x<=0; y<=0; end
	else if((x<159)) begin x<=x+1; colour<=Enable?(y%8):3'b000; end
	else if(x==159 & y<119) begin y<=y+1; x<=0; end
	else if((y==119)&(x==159))begin plot<=0; end
	else begin x<=0;y<=0;end
	end
	assign Done=(~plot);
endmodule 
==> run.sh <==
#!/bin/bash
# OpenROAD 26Q1-2900-gdf79404cd8, Yosys 0.63+post, stock flow scripts
make -C /OpenROAD-flow-scripts/flow DESIGN_CONFIG=/design/flow/config.mk WORK_HOME=/design/flow/orfs finish
==> config.mk <==
export PLATFORM = sky130hd
export DESIGN_NAME = task3complete
export DESIGN_NICKNAME = task3complete
export VERILOG_FILES = /design/flow/design.v
export SDC_FILE = /design/flow/constraint.sdc
export NUM_CORES = 4
export LEC_CHECK = 1
export CORE_UTILIZATION = 40
==> constraint.sdc <==
current_design task3complete

set clk_period 4.4
set clk_io_pct 0.2

create_clock -name clk0 -period $clk_period [get_ports {CLOCK_50}]

set non_clock_inputs [all_inputs -no_clocks]
set_input_delay [expr $clk_period * $clk_io_pct] -clock clk0 $non_clock_inputs
set_output_delay [expr $clk_period * $clk_io_pct] -clock clk0 [all_outputs]
==> results.txt <==
Logic cell area = 3120 um2
Post-synth EDFFs = 44
Worst Reg2Reg Path Length in Cells = 13
leakage = 2.52 nW
Pwr per Cell Area = 853 nW/um2
Mapped Area = 5300 um2
Die Wd = 117 um
largest net degree at the start of global routing = 36
site row count = 41
worst setup path class = reg -> reg
Hold Violations, Final = 0
max-slew violation count = 0
routed vias = 4,207
# IOs = 49
Post-CTS Resized = 0
die height = 117 um
Late-Pin Clk Latency = 0.34 ns
Hold-fix buffers, CTS = 0
grt total ovfl = 0
Filler cells = 1,162
placed inst area = 5890 um2
tool warnings = 29
DRT iter0 DRCs = 274
global-route wire length before repair = 20,600 um
share of cells above drive strength 1 = 11.6%
antenna fix cells = 0
Post-DRT Antenna Nets = 0
ys async rst share = 36.2%
post-detail-place hpwl = 9350 um
Commonest Layout Cell = ha_1
unrepaired setup endpoints after global routing = no
ys cells = 553
CTS H-tree depth = 3
Seq share, synth = 36.8%
sequential cell area = 1950 um2
post-synth cell types = 63
core area = 12,800 um2
Synth Warn # = 3
Peak Freq = 285 MHz
DRC Markers = 0
Worst Path Arrival = 3.59 ns
CP required = 4.47 ns
fin util = 48.7%
syn_area_per_cell = 9.58 um2
Max Cap Viol = 0
hold depth = 1
clock skew = 0.00543 ns
setup repair bufs after CTS = 0
Final GP Congestion = 0.913
FP Util = 41.5%
Yosys top cell by area = edfxtp_1
Mapped Cells = 553
critical path fanouts, max = 12
Layout area overhead = 17.4%
GR Util All Layers = 20.5%
Slew @ Worst Pin = 0.897 ns
CP endpoint kind = register
CTS root buffer = clkbuf_16
Port Buffers = 46
initial antenna violation count = 0
Critical Path Source Type = register
Via-to-Cell Ratio = 5.49
Die ar. = 13,700 um2
Area leader share = 24.9%
status = completed
number of global-route vias before repair = 3,970
Rel. slew slack = 39.7%
fin area = 6220 um2
Max VDD drop = 0.662 mV
Longest Clk Path Bufs = 2
final wirelength = 12,900 um
Worst-path clk slew = 0.06 ns
commonest cells after routing, fill and taps aside = 47 x ha_1, 46 x clkdlybuf4s50_1, 44 x edfxtp_1, 43 x nor2_1
wire per inst = 16.8 um
FF+latch count, synth = 69
Chip Area, Yosys = 5300 um2
Synth Flop Type = edfxtp_1
Setup Total Neg Slack = 0 ns
CTS tree = built
CTS sink cnt = 69
Setup-failing EPs final = 0
HP Class = reg -> reg
Top area cell types = edfxtp_1 25%, ha_1 11%, dfrtp_1 11%
CTS Buf Count = 9
final worst-path cycle share = 79.8%
Tmin final = 3.51 ns
1st-pass router iterations = 4
cells in the mapped netlist (all sizes together), types with 5 or more instances:
library cell / number
a31oi: 5
nand2: 41
o211ai: 5
xor2: 21
nand2b: 7
a21o: 8
a21oi: 31
and2: 10
nor2b: 7
ha: 47
mux2: 26
or2: 7
buf: 9
a22o: 5
dfrtp: 23
mux2i: 10
xnor2: 29
nor3: 9
o21ai: 42
nor2: 45
edfxtp: 44
o31ai: 5
nand3: 24
clkbuf: 19
inv: 23
state kept, by name, summed over array words and instances (netlist names), 7 cells and up:
| name | count |
|---|---|
| T2.x | 8 |
| T2.y | 7 |
| T3.d | 8 |
| T3.state | 9 |
| T3.x | 8 |
| T3.xp | 8 |
| T3.y | 7 |
| T3.yp | 7 |
cell type report:
class / instances / share of cell area, %
clock buffer: 12 / 4.48
inverter: 25 / 1.51
multi-input combinational: 431 / 50.2
sequential: 69 / 31.3
clock inverter: 4 / 0.804
timing repair buffer: 53 / 8.24
tap: 172 / 3.46
per-layer routing:
layer	vias up	track usage [%]	routed length, um
met3	22	3.25	537
met2	101	32.8	5960
met4	0	4.98	347
met1	1999	30.1	6030
met5	-	0	0
li1	2085	-	-
kinds of logic after synthesis:
kind of cell               after synthesis  synth area share (%)
AOI/OAI and AO/OA                      131                  16.1
xor gates and xnor gates                50                  8.26
buffers and inverters                   53                  4.27
adders and majority gates               50                  12.2
and+or+nand+nor                        164                  14.9
muxes                                   36                  7.49
DFF                                     69                  36.8
critical path, cell delays in order (launching register included):
cell      delay [ns]
edfxtp_1        0.67
nand3_1         0.16
xnor2_1         0.36
ha_1            0.35
o21ai_0         0.23
nor2_1          0.07
a21oi_1         0.13
ha_1            0.25
ha_1            0.35
a21oi_1         0.14
o21ai_0         0.11
xor2_1          0.16
o22ai_1         0.20
a31oi_1         0.06
where the power goes:
part,internal [W],switching [W]
Clock,0.000509,0.000288
Combinational,0.00157,0.00168
Sequential,0.00102,0.000239
final timing paths:
path / start / end / slack [ns]
max: T3.x[2]$_SDFFCE_PN0P_ / T3.d[7]$_DFFE_PP_ / 0.89
min: T2.x[4]$_DFFE_PN0P_ / T2.x[4]$_DFFE_PN0P_ / 0.53
max reg2reg: T3.x[2]$_SDFFCE_PN0P_ / T3.d[7]$_DFFE_PP_ / 0.89
min reg2reg: T2.x[4]$_DFFE_PN0P_ / T2.x[4]$_DFFE_PN0P_ / 0.53
max in group asynchronous: KEY_N[3] / T2.plot$_DFFE_PN1P_ / 3.19
min in group asynchronous: KEY_N[3] / T2.x[3]$_DFFE_PN0P_ / 0.91
per-stage QoR:
step | hold slack [ns] | total power (W) | std cells | worst slack (ns)
2_1_floorplan | 0.486 | 0.00364 | 553 | 1.18
3_3_place_gp | 0.517 | 0.00449 | 750 | 0.934
3_5_place_dp | 0.522 | 0.00451 | 750 | 0.874
4_1_cts | 0.529 | 0.00534 | 766 | 0.887
5_1_grt | 0.557 | 0.00582 | 766 | 0.631
6_report | 0.532 | 0.00531 | 766 | 0.887
Power is estimated from default activity; no workload was simulated.
